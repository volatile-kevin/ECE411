<file path="./design.v">
package pcmux;
typedef enum bit [1:0] {
    pc_plus4  = 2'b00
    ,alu_out  = 2'b01
    ,alu_mod2 = 2'b10
} pcmux_sel_t;
endpackage
package marmux;
typedef enum bit {
    pc_out = 1'b0
    ,alu_out = 1'b1
} marmux_sel_t;
endpackage
package cmpmux;
typedef enum bit {
    rs2_out = 1'b0
    ,i_imm = 1'b1
} cmpmux_sel_t;
endpackage
package alumux;
typedef enum bit {
    rs1_out = 1'b0
    ,pc_out = 1'b1
} alumux1_sel_t;
typedef enum bit [2:0] {
    i_imm    = 3'b000
    ,u_imm   = 3'b001
    ,b_imm   = 3'b010
    ,s_imm   = 3'b011
    ,j_imm   = 3'b100
    ,rs2_out = 3'b101
} alumux2_sel_t;
endpackage
package regfilemux;
typedef enum bit [3:0] {
    alu_out   = 4'b0000
    ,br_en    = 4'b0001
    ,u_imm    = 4'b0010
    ,lw       = 4'b0011
    ,pc_plus4 = 4'b0100
    ,lb        = 4'b0101
    ,lbu       = 4'b0110   
    ,lh        = 4'b0111
    ,lhu       = 4'b1000   
} regfilemux_sel_t;
endpackage
package forwardAmux;
typedef enum bit [1:0] {
    IDEX = 2'b00
    ,EXMEM = 2'b01
    ,MEMWB = 2'b10
    ,EXMEM_rdata = 2'b11
} forwardAmux_sel_t;
endpackage
package forwardBmux;
typedef enum bit [1:0] {
    IDEX = 2'b00
    ,EXMEM = 2'b01
    ,MEMWB = 2'b10
    ,EXMEM_rdata = 2'b11
} forwardBmux_sel_t;
endpackage
package forwardCmux;
typedef enum bit {
    RS2 = 1'b0,
    MEMWB = 1'b1
} forwardCmux_sel_t;
endpackage
interface rvfi_itf(input clk, input rst);
    logic halt;
    logic commit;
    logic [63:0] order;
    logic [31:0] inst;
    logic trap;
    logic [4:0] rs1_addr;
    logic [4:0] rs2_addr;
    logic [31:0] rs1_rdata;
    logic [31:0] rs2_rdata;
    logic load_regfile;
    logic [4:0] rd_addr;
    logic [31:0] rd_wdata;
    logic [31:0] pc_rdata;
    logic [31:0] pc_wdata;
    logic [31:0] mem_addr;
    logic [3:0] mem_rmask;
    logic [3:0] mem_wmask;
    logic [31:0] mem_rdata;
    logic [31:0] mem_wdata;
    logic [15:0] errcode;
endinterface
module dline_adapter (
  output logic [255:0] mem_wdata_line,
  input logic [255:0] mem_rdata_line,
  input logic [31:0] mem_wdata,
  output logic [31:0] mem_rdata,
  input logic [3:0] mem_byte_enable,
  output logic [31:0] mem_byte_enable_line,
  input logic [31:0] address
);
assign mem_wdata_line = {8{mem_wdata}};
assign mem_rdata = mem_rdata_line[(32*address[4:2]) +: 32];
assign mem_byte_enable_line = {28'h0, mem_byte_enable} << (address[4:2]*4);
endmodule : dline_adapter
</file>
<file path="./run.sh">
#!/bin/bash
# OpenROAD 26Q1-2900-gdf79404cd8, Yosys 0.63+post, stock flow scripts
make -C /OpenROAD-flow-scripts/flow DESIGN_CONFIG=/design/flow/config.mk WORK_HOME=/design/flow/orfs finish
</file>
<file path="./config.mk">
export PLATFORM = sky130hd
export DESIGN_NAME = dline_adapter
export DESIGN_NICKNAME = dline_adapter
export VERILOG_FILES = /design/flow/design.v
export SDC_FILE = /design/flow/constraint.sdc
export NUM_CORES = 4
export LEC_CHECK = 1
export CORE_AREA = 10 10 252 252
export DIE_AREA = 0 0 262 262
</file>
<file path="./constraint.sdc">
current_design dline_adapter

set clk_period 1.5
set clk_io_pct 0.2

create_clock -name clk0 -period $clk_period

set non_clock_inputs [all_inputs -no_clocks]
set_input_delay [expr $clk_period * $clk_io_pct] -clock clk0 $non_clock_inputs
set_output_delay [expr $clk_period * $clk_io_pct] -clock clk0 [all_outputs]
</file>
==> deck_impl_summary.md <==
Run Summary

Cells and area
  – Final standard cell count with taps included and fillers excluded: between 1,000 and 1,500
  – Number of filler cells placed in the layout: 6,542
  – Most frequently placed logic cell in the final layout: sky130_fd_sc_hd__clkdlybuf4s50_1
  – Seq_cells: 0
  – Clock buffer count: 0
  – Area growth from synthesis to final layout: 71.95%
  – Commonest cells after routing, fill and taps aside: sky130_fd_sc_hd__clkdlybuf4s50_1, sky130_fd_sc_hd__mux4_2, sky130_fd_sc_hd__buf_6, sky130_fd_sc_hd__buf_2, sky130_fd_sc_hd__dlygate4sd2_1
  – Post-layout utilization of the core: about 13%
  – Layout cells sized above 1: about half
  – Flop area: 0 µm²

STA
  – Hold Fails Final Rpt: 0
  – Final Max Tran Viols: 0
  – Tightest Pin Transition: around 0.28 ns
  – Minimum clock period: slightly above 2 ns
  – Achievable Freq: between 400 and 500 MHz
  – Relative max-transition margin: about four fifths
  – Final setup violating endpoints: approximately 64
  – Cycle use final: 134.9%
  – Final worst setup slack: -0.5238 ns
  – Final total negative setup slack: -19.32 ns
  – Unrepaired setup endpoints after global routing: true

Pwr
  – Power per cell area: between 200 and 300 nW/µm²
  – Power share of the sequential group: 0%
  – Max rail drop VDD: 106.1 µV
  – NetSw: a little over 500 µW
  – Switch share: a little over a quarter
  – Share of power burned in the clock network: 0%
  – Leakage component of the power: around 0.0027 µW
  – Internal Dissipation: between 1000 and 1500 µW
  – Combinational share of power: ~100%

Global route
  – Total congestion overflow: 0
  – Initial antenna violation count: 16
  – Global-route wire length before repair: between 20,000 and 30,000 µm
  – Total global-route track usage: between 6 and 7%
  – Number of global-route vias before repair: about 4,000
  – Maximum number of pins on one net before global-route repair: 23

Floorplan
  – Die width: approximately 260 µm
  – Area of the core: between 50,000 and 60,000 µm²
  – Number of top-level pins: 644
  – Cell row count: around 88
  – Total die size: 68,640 µm²
  – Die H: about 260 µm
  – Fraction of the core area occupied by cells at floorplan: 7.316%

Critical path
  – Signal arrival time at the worst endpoint: 1.72 ns
  – Critical path fanouts, max: 6
  – Buf+Inv Stages, Crit Path: 6
  – Startpoint kind of the worst setup timing path: input port
  – Cell family with most CP delay: buffers and inverters
  – Worst-path cell chain: buf_12 -> buf_12 -> buf_12 -> buf_12 -> buf_4 -> mux4_2 -> mux2_4 -> buf_6
  – Crit Path Category: input port to output pin
  – CP dominant cell by count: sky130_fd_sc_hd__buf_12
  – Worst path slowest cell: sky130_fd_sc_hd__mux4_2
  – Setup crit end kind: output pin
  – Largest stage delay on the critical path: ~0.4 ns
  – Data required time at the worst endpoint: 1.20 ns

Drt
  – Post-detailed-route via-to-cell ratio: between 2 and 3
  – Remaining DRCs: 0
  – Routed len/inst: ~17 µm
  – Number of iterations in the first detailed-routing pass: 4
  – Final wirelength: ~22,000 µm
  – Count of antenna-violating nets left after detailed routing: 0
  – Iteration-0 DRC count of the detailed router: between 90 and 100
  – Vias: approximately 3,500

Yosys
  – Area leader, netlist: sky130_fd_sc_hd__buf_4
  – Count of warnings emitted by yosys: 0
  – Unique masters post-synth: 12
  – Top area cells in the synthesized netlist: sky130_fd_sc_hd__buf_4, sky130_fd_sc_hd__mux4_1, sky130_fd_sc_hd__mux4_2
  – Fraction of the mapped netlist area in simple logic gates: under 10%
  – Yosys stat cell total: ~420
  – Combined area of all synthesized cells: ~4200 µm²
  – Syn Inst Count: roughly 420
  – Yosys synthesis chip area: 4229 µm²
  – Yosys top cell area share: 45.98%
  – Area share of and-or/or-and cells after synthesis: 0%
  – Comb area leader: buffers and inverters
  – Multiplexer area fraction after synthesis: 46.51%
  – Register area share after synthesis: 0%
  – Post-synthesis adder-cell area fraction: 0%
  – Area fraction in xor and xnor cells: 0%
  – Mean instance size in the synthesized netlist: roughly 10 µm²

Min path
  – Hold/Removal Path Class: input port to output pin

Placement
  – Placement-stage worst setup slack: -0.8721 ns
  – Estimated wirelength of the detail-placed design: around 19,000 µm
  – Count of buffers from port buffering: about 330
  – Global placer's final weighted congestion: around 0.79
  – Placed instance count: approximately 1,300

Job
  – OpenROAD warning count: between 60 and 70
  – Max-cap viol count: 0

Outcome
  – Run status: finished, violations left
  – Violated checks: negative setup slack

CTS
  – Hold buffer count at CTS: 0
[layer usage]
layer | GRT usage (%) | vias to the layer above | share of wire [%]
met1 | 6.230 | 1558 | 33
li1 | - | 1470 | -
met5 | 0 | - | 0.33
met4 | 1.915 | 10 | 3.7
met2 | 9.841 | 354 | 47
met3 | 3.780 | 83 | 17
[through the flow]
step / cell area, µm² / power (µW) / hold slack (ns)
after floorplan: 4136 / 956.6 / 0.6664
after global routing: 7264 / 2053 / 0.6000
after detailed placement: 6511 / 1672 / 0.6000
final: 7272 / 1921 / 0.6000
after CTS: 7179 / 1919 / 0.6000
after global placement: 6511 / 1668 / 0.6000
[power groups by stage]
stage     clock [µW]  combinational (µW)  sequential, µW
5_1_grt            0                2050               0
6_report    0.000268                1920               0
4_1_cts            0                1920               0
[repair_timing]
item,in CTS,in global routing
pin swaps,18,8
endpoints found under the hold margin,0,0
gates resized,374,34
buffers inserted,45,11
endpoints found under the setup margin,64,55
gates cloned,2,0
[final cells by class]
type	count	area, µm²	share of cell area [%]
diodes	3	7.507	0.1032
well taps	765	957.2	13.16
repair buffers	404	4054	55.75
multi-input cells	140	2253	30.99
[cells in the mapped netlist]
library cell                 n
sky130_fd_sc_hd__buf_4     259
sky130_fd_sc_hd__nor2_1     32
sky130_fd_sc_hd__mux2_2     32
sky130_fd_sc_hd__mux4_1     44
sky130_fd_sc_hd__mux4_2     20
sky130_fd_sc_hd__buf_2       3
sky130_fd_sc_hd__buf_6       6
sky130_fd_sc_hd__buf_8       1
sky130_fd_sc_hd__clkbuf_1   10
sky130_fd_sc_hd__or2_2       1
sky130_fd_sc_hd__nand2_1     5
sky130_fd_sc_hd__nand2b_1    6
[final timing paths]
path,start,end,cells after the start
hold / removal,mem_wdata[29],mem_wdata_line[125],0
setup / recovery,address[2],mem_rdata[24],8
[cells by family after synthesis]
kind of cell / after synthesis
simple gates: 44
mux: 96
buf+inv: 279
Power and IR drop assume default switching activity.
