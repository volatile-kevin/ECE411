`flow/design.v`:
```
package pcmux;
typedef enum bit [1:0] {
    pc_plus4  = 2'b00
    ,alu_out  = 2'b01
    ,alu_mod2 = 2'b10
} pcmux_sel_t;
endpackage
package marmux;
typedef enum bit {
    pc_out = 1'b0
    ,alu_out = 1'b1
} marmux_sel_t;
endpackage
package cmpmux;
typedef enum bit {
    rs2_out = 1'b0
    ,i_imm = 1'b1
} cmpmux_sel_t;
endpackage
package alumux;
typedef enum bit {
    rs1_out = 1'b0
    ,pc_out = 1'b1
} alumux1_sel_t;
typedef enum bit [2:0] {
    i_imm    = 3'b000
    ,u_imm   = 3'b001
    ,b_imm   = 3'b010
    ,s_imm   = 3'b011
    ,j_imm   = 3'b100
    ,rs2_out = 3'b101
} alumux2_sel_t;
endpackage
package regfilemux;
typedef enum bit [3:0] {
    alu_out   = 4'b0000
    ,br_en    = 4'b0001
    ,u_imm    = 4'b0010
    ,lw       = 4'b0011
    ,pc_plus4 = 4'b0100
    ,lb        = 4'b0101
    ,lbu       = 4'b0110   
    ,lh        = 4'b0111
    ,lhu       = 4'b1000   
} regfilemux_sel_t;
endpackage
package forwardAmux;
typedef enum bit [1:0] {
    IDEX = 2'b00
    ,EXMEM = 2'b01
    ,MEMWB = 2'b10
    ,EXMEM_rdata = 2'b11
} forwardAmux_sel_t;
endpackage
package forwardBmux;
typedef enum bit [1:0] {
    IDEX = 2'b00
    ,EXMEM = 2'b01
    ,MEMWB = 2'b10
    ,EXMEM_rdata = 2'b11
} forwardBmux_sel_t;
endpackage
package forwardCmux;
typedef enum bit {
    RS2 = 1'b0,
    MEMWB = 1'b1
} forwardCmux_sel_t;
endpackage
interface rvfi_itf(input clk, input rst);
    logic halt;
    logic commit;
    logic [63:0] order;
    logic [31:0] inst;
    logic trap;
    logic [4:0] rs1_addr;
    logic [4:0] rs2_addr;
    logic [31:0] rs1_rdata;
    logic [31:0] rs2_rdata;
    logic load_regfile;
    logic [4:0] rd_addr;
    logic [31:0] rd_wdata;
    logic [31:0] pc_rdata;
    logic [31:0] pc_wdata;
    logic [31:0] mem_addr;
    logic [3:0] mem_rmask;
    logic [3:0] mem_wmask;
    logic [31:0] mem_rdata;
    logic [31:0] mem_wdata;
    logic [15:0] errcode;
endinterface
module iline_adapter (
  output logic [255:0] mem_wdata_line,
  input logic [255:0] mem_rdata_line,
  input logic [31:0] mem_wdata,
  output logic [31:0] mem_rdata,
  input logic [3:0] mem_byte_enable,
  output logic [31:0] mem_byte_enable_line,
  input logic [31:0] address
);
assign mem_wdata_line = {8{mem_wdata}};
assign mem_rdata = mem_rdata_line[(32*address[4:2]) +: 32];
assign mem_byte_enable_line = {28'h0, mem_byte_enable} << (address[4:2]*4);
endmodule : iline_adapter
```
`flow/run.sh`:
```
#!/bin/bash
# OpenROAD 26Q1-2900-gdf79404cd8, Yosys 0.63+post, stock flow scripts
make -C /OpenROAD-flow-scripts/flow DESIGN_CONFIG=/design/flow/config.mk WORK_HOME=/design/flow/orfs finish
```
`flow/config.mk`:
```
export PLATFORM = sky130hd
export DESIGN_NAME = iline_adapter
export DESIGN_NICKNAME = iline_adapter
export VERILOG_FILES = /design/flow/design.v
export SDC_FILE = /design/flow/constraint.sdc
export NUM_CORES = 4
export LEC_CHECK = 1
export CORE_AREA = 10 10 252 252
export DIE_AREA = 0 0 262 262
```
`flow/constraint.sdc`:
```
current_design iline_adapter

set clk_period 1.9
set clk_io_pct 0.2

create_clock -name clk0 -period $clk_period

set non_clock_inputs [all_inputs -no_clocks]
set_input_delay [expr $clk_period * $clk_io_pct] -clock clk0 $non_clock_inputs
set_output_delay [expr $clk_period * $clk_io_pct] -clock clk0 [all_outputs]
```
==> metrics.log <==
[report] implementation figures
[metrics] result of the run: finished, violations left
[metrics] failing checks: negative setup slack
[metrics] buffers added on ports: approximately 330
[metrics] die x size: around 260 µm
[metrics] number of antenna violations at the first check in global routing: 9
[metrics] number of warnings the tools reported: 63
[metrics] clk_buf instances: 0
[metrics] overall via count from detail_route: ~3500
[metrics] share of synthesized area occupied by flip-flops and latches: 0%
[metrics] Area contributors post-synth: sky130_fd_sc_hd__buf_4 (46%), sky130_fd_sc_hd__mux4_1 (27%), sky130_fd_sc_hd__mux4_2 (11%)
[metrics] Power Total: 1.53 mW
[metrics] Die Y-Extent: ~260 µm
[metrics] max-slew violation count: 0
[metrics] global-route usage over all layers: under 10%
[metrics] most common cell after layout, fill and taps aside: sky130_fd_sc_hd__clkdlybuf4s50_1
[metrics] sequential standard cell area: 0 µm²
[metrics] pin count of the biggest net entering global routing: 33
[metrics] sort of element at the start of the critical path: input port
[metrics] instance tally after logic synthesis: approximately 420
[metrics] synth unique cells: 12
[metrics] Post-Synthesis Mean Instance Area: roughly 10 µm²
[metrics] global-route wire length before repair: about 29000 µm
[metrics] Largest type area fraction: a little under half
[metrics] Worst Max-Slew Pin Slew: between 0.3 and 0.4 ns
[metrics] cell area after synthesis: ~0.0042 mm²
[metrics] final routed DRC violation total: 0
[metrics] floorplan row count: roughly 90
[metrics] number of filler instances in the final layout: 6510
[metrics] peak fanout along the critical path: 5
[metrics] number of global-route vias before repair: between 4000 and 5000
[metrics] First DRT Iteration DRCs: ~110
[metrics] RSZ-0062 raised after global routing: yes
[metrics] Initial Util: under 10%
[metrics] Setup Viol. Count Final: 32
[metrics] share of the clock period used by the worst path: 113%
[metrics] Hold WC Path Type: in2out
[metrics] per-cell routed wire length: about 16 µm
[metrics] minimum clock period after layout: ~2.1 ns
[metrics] total of max-cap violations: 0
[metrics] final HPWL from detailed placement: about 17000 µm
[metrics] total congestion overflow: 0
[metrics] data arrival time of the critical path: 1.76 ns
[metrics] CP Data Required Time: roughly 1.5 ns
[metrics] area added between synthesis and finish: 75.7%
[metrics] Slew headroom: around three quarters
[metrics] endpoints failing hold: 0
[metrics] dominant logic cell types in the final layout: sky130_fd_sc_hd__clkdlybuf4s50_1 (161), sky130_fd_sc_hd__dlygate4sd2_1 (111), sky130_fd_sc_hd__mux4_2 (62), sky130_fd_sc_hd__buf_6 (60), sky130_fd_sc_hd__mux2_4 (31)
[metrics] vias per std cell: 2.63
[metrics] Setup Crit Path Kind: in2out
[metrics] routed wire length: 20800 µm
[metrics] proportion of layout cells with a drive suffix above 1: a little under half
[metrics] cells in synth_stat.txt: roughly 420
[metrics] upper clock frequency limit: about 470 MHz
[metrics] placeable core region: 0.0578 mm²
[metrics] Max VDD drop: approximately 0.13 mV
[metrics] gpl congestion: around 0.86
[metrics] DR pass1 iterations: 4
[metrics] synth warn: 0
[metrics] top-level I/O count: about 640
[metrics] Min Hold Slack: 0.760 ns
[metrics] area of the die: around 0.069 mm²
[metrics] crit path capture type: output port
[metrics] cell leakage power: 2.91 nW
[metrics] PD cells: 206 mW/mm²
[metrics] worst path setup slack after routing: -0.239 ns
[metrics] Setup WS pre-CTS: -0.609 ns
[metrics] FFs & Latches: 0
[metrics] count of antenna-violating nets left after detailed routing: 0
[metrics] chip area from the yosys synthesis statistics: between 0.004 and 0.005 mm²
[metrics] cell type with the largest total area: sky130_fd_sc_hd__buf_4
-- cell families (layout without fill, tap and decap cells) --
group	count (synthesis)	in the layout	synth area share (%)
buf+inv	279	412	49.2
mux	96	96	46.5
other cells	0	1	0
simple gates	44	44	4.32
-- worst max-delay path, cell delays in order --
cell	delay, ns
sky130_fd_sc_hd__buf_16	0.11
sky130_fd_sc_hd__buf_12	0.12
sky130_fd_sc_hd__buf_16	0.12
sky130_fd_sc_hd__buf_6	0.09
sky130_fd_sc_hd__mux4_2	0.50
sky130_fd_sc_hd__mux2_4	0.29
sky130_fd_sc_hd__buf_6	0.14
-- per-stage QoR --
stage	cells	area [µm²]	setup TNS, ns	util, %
floorplan	419	4230	0	-
global placement	1253	6600	-25.74	11.4
detailed placement	1253	6600	-26.41	11.4
CTS	1319	7420	-5.96	12.8
global route	1317	7430	-6.85	12.8
finish	1318	7430	-5.39	12.9
-- metal layers --
| layer | wire (µm) | global-route usage (%) | share of wire (%) |
|---|---|---|---|
| met4 | 624 | 1.44 | 3.0 |
| met1 | 6870 | 5.80 | 33 |
| met2 | 10200 | 10.4 | 49 |
| met5 | 27 | 0 | 0.13 |
| met3 | 3070 | 2.99 | 15 |
-- path summary, 6_finish.rpt --
path / startpoint / to / slack (ns) / cells after the start
hold / removal: mem_wdata[26] / mem_wdata_line[122] / 0.76 / 0
setup / recovery: address[2] / mem_rdata[0] / -0.24 / 7
-- power by group --
part	switching, mW	total [mW]	leakage, nW	internal, mW
sequential	0	0	0	0
combinational	0.435	1.53	2.91	1.09
clock	0	0.0000000716	0.00000634	0.0000000716
total	0.435	1.53	2.91	1.09
-- synthesized netlist by cell type --
library cell	n
sky130_fd_sc_hd__buf_6	6
sky130_fd_sc_hd__mux2_2	32
sky130_fd_sc_hd__clkbuf_1	10
sky130_fd_sc_hd__nand2b_1	6
sky130_fd_sc_hd__buf_8	1
sky130_fd_sc_hd__buf_4	259
sky130_fd_sc_hd__nand2_1	5
sky130_fd_sc_hd__buf_2	3
sky130_fd_sc_hd__or2_2	1
sky130_fd_sc_hd__mux4_2	20
sky130_fd_sc_hd__mux4_1	44
sky130_fd_sc_hd__nor2_1	32
-- area by class of cell --
type / instances / area [µm²] / area share, %
diodes: 1 / 2.50 / 0.0337
multi-input cells: 140 / 2350 / 31.6
well taps: 765 / 957 / 12.9
repair buffers: 412 / 4120 / 55.4
-- repair_timing --
item / CTS / global route
setup endpoints to repair: 64 / 50
pin swaps: 26 / 2
hold buffers: 0 / 0
setup buffers: 63 / 5
gates cloned: 3 / 0
resized: 452 / 35
No activity file was given, so power comes from the tool's default toggle rates.
