==> /design/flow/design.v <==
package pcmux;
typedef enum bit [1:0] {
    pc_plus4  = 2'b00
    ,alu_out  = 2'b01
    ,alu_mod2 = 2'b10
} pcmux_sel_t;
endpackage
package marmux;
typedef enum bit {
    pc_out = 1'b0
    ,alu_out = 1'b1
} marmux_sel_t;
endpackage
package cmpmux;
typedef enum bit {
    rs2_out = 1'b0
    ,i_imm = 1'b1
} cmpmux_sel_t;
endpackage
package alumux;
typedef enum bit {
    rs1_out = 1'b0
    ,pc_out = 1'b1
} alumux1_sel_t;
typedef enum bit [2:0] {
    i_imm    = 3'b000
    ,u_imm   = 3'b001
    ,b_imm   = 3'b010
    ,s_imm   = 3'b011
    ,j_imm   = 3'b100
    ,rs2_out = 3'b101
} alumux2_sel_t;
endpackage
package regfilemux;
typedef enum bit [3:0] {
    alu_out   = 4'b0000
    ,br_en    = 4'b0001
    ,u_imm    = 4'b0010
    ,lw       = 4'b0011
    ,pc_plus4 = 4'b0100
    ,lb        = 4'b0101
    ,lbu       = 4'b0110   
    ,lh        = 4'b0111
    ,lhu       = 4'b1000   
} regfilemux_sel_t;
endpackage
package forwardAmux;
typedef enum bit [1:0] {
    IDEX = 2'b00
    ,EXMEM = 2'b01
    ,MEMWB = 2'b10
    ,EXMEM_rdata = 2'b11
} forwardAmux_sel_t;
endpackage
package forwardBmux;
typedef enum bit [1:0] {
    IDEX = 2'b00
    ,EXMEM = 2'b01
    ,MEMWB = 2'b10
    ,EXMEM_rdata = 2'b11
} forwardBmux_sel_t;
endpackage
package forwardCmux;
typedef enum bit {
    RS2 = 1'b0,
    MEMWB = 1'b1
} forwardCmux_sel_t;
endpackage
interface rvfi_itf(input clk, input rst);
    logic halt;
    logic commit;
    logic [63:0] order;
    logic [31:0] inst;
    logic trap;
    logic [4:0] rs1_addr;
    logic [4:0] rs2_addr;
    logic [31:0] rs1_rdata;
    logic [31:0] rs2_rdata;
    logic load_regfile;
    logic [4:0] rd_addr;
    logic [31:0] rd_wdata;
    logic [31:0] pc_rdata;
    logic [31:0] pc_wdata;
    logic [31:0] mem_addr;
    logic [3:0] mem_rmask;
    logic [3:0] mem_wmask;
    logic [31:0] mem_rdata;
    logic [31:0] mem_wdata;
    logic [15:0] errcode;
endinterface
module cacheline_adaptor
(
    input clk,
    input reset_n,
    input logic [255:0] line_i,
    output logic [255:0] line_o,
    input logic [31:0] address_i,
    input read_i,
    input write_i,
    output logic resp_o,
    input logic [63:0] burst_i,
    output logic [63:0] burst_o,
    output logic [31:0] address_o,
    output logic read_o,
    output logic write_o,
    input resp_i
);
int count = 0;
int count2 = 0;
logic [31:0] addr;
assign addr = address_i;
logic [255:0] line_out = 123;
assign line_o = line_out;
always_comb begin
    if (~reset_n) begin
    end
end 
always_ff @(posedge clk) begin
    if (read_i) begin
        read_o <= 1'b1;
        if (count == 0)
            count <= 1;
        address_o <= addr;
    end 
    if (write_i) begin 
       write_o <= 1'b1;
        if (count2 == 0)
            count2 <= 1;
        address_o <= addr;
        line_out <= line_i;
        burst_o <= line_out[63:0];
    end
    if (reset_n) begin
        count <= 0;
        count2 <= 0;
        address_o <= addr;
        burst_o <= 64'b0;
        read_o <= 1'b0;
        write_o <= 1'b0;
        line_out <= 256'b0;
        resp_o <= 1'b0;
    end
    else if ((count2 && resp_i) || count2 == 5 || count2 == 6)begin 
        if (count2 == 1) begin 
            burst_o <= line_out[127:64];
            count2 <= 2;
        end
        else if (count2 == 2) begin 
            burst_o <= line_out[191:128];
            count2 <= 3;
        end
        else if (count2 == 3) begin 
            burst_o <= line_out[255:192];
            count2 <= 4;
        end
        else if (count2 == 4) begin 
            count2 <= 5;
            write_o <= 1'b0;
        end
        else if (count2 == 5) begin
            resp_o <= 1'b1;
            count2 <= 6;
            write_o <= 1'b0;
        end
        else if (count2 == 6) begin
            resp_o <= 1'b0;
            write_o <= 1'b0;
            count2 <= 0;
        end
    end
    else if ((count && resp_i) || count == 5 || count == 6) begin
        if (count == 1) begin
            line_out[63:0] <= burst_i;
            count<=2;
        end
        else if (count == 2) begin 
            line_out[127:64] <= burst_i;
            count<=3;
        end
        else if (count == 3) begin 
            line_out[191:128] <= burst_i;
            count<=4;
        end
        else if (count == 4) begin 
            line_out[255:192] <= burst_i;
            count<=5;
            read_o <= 1'b0;
        end
        else if (count == 5) begin
            resp_o <= 1'b1;
            count<=6;
            read_o <=1'b0;
        end
        else if (count == 6) begin 
            count <= 0;
            resp_o <= 1'b0;
            read_o <= 1'b0;
            end
    end
end 
endmodule : cacheline_adaptor
==> /design/flow/run.sh <==
#!/bin/bash
# OpenROAD 26Q1-2900-gdf79404cd8, Yosys 0.63+post, stock flow scripts
make -C /OpenROAD-flow-scripts/flow DESIGN_CONFIG=/design/flow/config.mk WORK_HOME=/design/flow/orfs finish
==> /design/flow/config.mk <==
export PLATFORM = sky130hd
export DESIGN_NAME = cacheline_adaptor
export DESIGN_NICKNAME = cacheline_adaptor
export VERILOG_FILES = /design/flow/design.v
export SDC_FILE = /design/flow/constraint.sdc
export NUM_CORES = 4
export LEC_CHECK = 1
export CORE_AREA = 10 10 438 438
export DIE_AREA = 0 0 448 448
==> /design/flow/constraint.sdc <==
current_design cacheline_adaptor

set clk_period 18.9
set clk_io_pct 0.2

create_clock -name clk0 -period $clk_period [get_ports {clk}]

set non_clock_inputs [all_inputs -no_clocks]
set_input_delay [expr $clk_period * $clk_io_pct] -clock clk0 $non_clock_inputs
set_output_delay [expr $clk_period * $clk_io_pct] -clock clk0 [all_outputs]
==> impl_metrics.json <==
{
  "root_buffer": "clkbuf_16",
  "yosys_most_used_dff": "dfxtp_1",
  "path_common_cell": "buf_4",
  "p_leak_nw": 10.9,
  "ir_drop_mv": 0.0628,
  "final_layout_top_logic_cells": "709 x clkdlybuf4s50_1, 398 x nor2_1, 387 x dfxtp_1",
  "slowest_stage": "clkdlybuf4s50_1",
  "portBuffers": 711,
  "max_cap_violations": 0,
  "totalWireLength_um": 138000,
  "hold_buffers": 0,
  "synth_cell_types": 43,
  "ys_seq_frac": 0.475,
  "power.density_mw_per_mm2": 84.8,
  "status": "finished, final reports clean",
  "drtIter0Drc": 1240,
  "h-tree-depth": 2,
  "reg2reg_depth": 8,
  "drt_first_pass_iters": 5,
  "antenna_found_initial": 36,
  "fill_cells": 20200,
  "place.gp.congestion": 0.905,
  "hold_violations": 0,
  "die_height_um": 448,
  "cp_max_fo": 57,
  "cp-start-kind": "input pin",
  "hold_class": "reg -> reg",
  "worstPathCellList": "clkdlybuf4s50_1 > nand2_1 > nor3_1 > buf_4 > nand4_1 > buf_4 > buf_4 > buf_4 > nor2_1 > a211oi_1",
  "required_ns": 19.41,
  "fin_util": 0.163,
  "setup_viol": 0,
  "num_io_pins": 712,
  "track_usage": 0.132,
  "fin_crit_ns": 6.70,
  "grt_max_degree": 97,
  "core_region_area_mm2": 0.183,
  "hpwl_um": 114000,
  "drive_gt1_frac": 0.103,
  "clock-sinks": 419,
  "worstSkewPairLatency_ns": 0.63,
  "cts_tree": "built",
  "fp-utilization": 0.100,
  "slew_headroom": 0.408,
  "worst_ep_arrival_time_ns": 7.20,
  "post-route-period-util": 0.354,
  "maxSlewViolCount": 0,
  "netlist_instances": 1843,
  "cts_setup_buffers": 0,
  "wire_per_inst_um": 28.1,
  "numCtsBuffers": 47,
  "cts-resized-gates": 0,
  "rows": 157,
  "rsz0062_at_grt": "false",
  "async_reset_ff_frac": 0,
  "finalSetupTns_ns": 0,
  "layout_top_cell": "clkdlybuf4s50_1",
  "synth-edff-count": 32,
  "tightest_slew_ns": 0.888,
  "ys_warn_count": 1,
  "syn_to_final_growth_pct": 62.1,
  "crit_path_max_incr_delay_ns": 0.71,
  "clk_pin_slew_ns": 0.06,
  "syn_avg_cell_area_um2": 9.96,
  "fin_worst_skew_ns": 0.0486,
  "yosysCellCount": 1843,
  "dp_cells": 4802,
  "grt_pass1_wl_um": 175000,
  "vias": 17600,
  "crit_type": "in -> reg",
  "grt_pass1_vias": 16900,
  "grt-ovfl-total": 0,
  "drc": 0,
  "viasPerCell": 3.58,
  "synth_flops": 419,
  "ant_nets": 0,
  "cts_buffer_depth": 3,
  "die_area_mm2": 0.201,
  "warnings": 26,
  "final_cells": 4910,
  "die_x_um": 448,
  "holdPathStages": 1,
  "fmax_mhz": 149,
  "endpoint_kind": "register",
  "ys_area_mm2": 0.0184,
  "synth_area_mm2": 0.0184
}
flip-flops by register name, indices dropped and copies added (netlist names):
register	flops
address_o	32
burst_o	64
count	32
count2	32
line_out	256
read_o	1
resp_o	1
write_o	1
critical path: cells and delay by family:
kind	cells	cell delay, ns
AND-OR/OR-AND	1	0.22
AND/OR/NAND/NOR	4	0.63
buffers and inverters	5	2.39
cells by family after synthesis:
logic type | share of synthesized area
flip-flops | 0.475
buffers and inverters | 0.0410
multiplexers | 0.181
AND-OR/OR-AND | 0.141
AND/OR/NAND/NOR | 0.163
worst paths after layout:
path | startpoint | to | slack, ns
min reg2reg | count2[15] | count2[15] | 0.46
max reg2reg | count2[0] | line_out[62] | 15.42
max | resp_i | line_out[62] | 12.20
min | count2[15] | count2[15] | 0.46
cell usage after synthesis (2+ instances only):
cell type / n / area share
a211oi_1: 258 / 0.11
a21boi_0: 2 / 0.00082
a21o_1: 2 / 0.00082
a21oi_1: 8 / 0.0022
a221oi_1: 2 / 0.00095
a311oi_1: 3 / 0.0014
a31oi_1: 3 / 0.0010
and2_1: 59 / 0.020
buf_1: 2 / 0.00041
buf_2: 44 / 0.012
buf_6: 7 / 0.0043
clkbuf_1: 114 / 0.023
dfxtp_1: 387 / 0.42
edfxtp_1: 32 / 0.052
inv_1: 5 / 0.0010
mux2_2: 64 / 0.039
mux2i_1: 259 / 0.14
nand2_1: 8 / 0.0016
nand3_1: 7 / 0.0019
nand4_1: 7 / 0.0024
nor2_1: 398 / 0.081
nor3_1: 9 / 0.0025
nor3_2: 2 / 0.0011
nor4_1: 12 / 0.0041
nor4_2: 64 / 0.044
o21ai_0: 2 / 0.00055
o21ai_1: 2 / 0.00055
o22ai_1: 64 / 0.022
o31ai_1: 2 / 0.00082
or2_1: 2 / 0.00068
power by group:
part | switching [W] | internal, W | leakage [nW] | total (W)
combinational | 0.000237 | 0.000255 | 6.60 | 0.000492
sequential | 0.0000775 | 0.000961 | 3.52 | 0.00104
clock | 0.000419 | 0.000574 | 0.830 | 0.000994
total | 0.000734 | 0.00179 | 10.9 | 0.00252
per-layer routing:
layer,share of wire,vias to the layer above,global-route usage,routed length [um]
met5,0,-,0,0
met4,0.040,0,0.0401,5460
met3,0.11,155,0.0604,15200
met2,0.49,760,0.221,67500
met1,0.36,8607,0.151,49900
li1,-,8036,-,-
final cells by class:
| class | instances | area, um^2 | area share |
|---|---|---|---|
| diodes | 20 | 50.0 | 0.00168 |
| clock buffers | 64 | 1420 | 0.0478 |
| clock inverters | 24 | 259 | 0.00870 |
| inverters | 5 | 18.8 | 0.000631 |
| multi-input cells | 1252 | 8920 | 0.300 |
| flip-flops and latches | 419 | 8710 | 0.293 |
| well taps | 2385 | 2980 | 0.100 |
| repair buffers | 741 | 7390 | 0.248 |
stage by stage:
| stage | area, um^2 | hold WS [ns] | setup slack (ns) | total power, W |
|---|---|---|---|---|
| floorplan | 18400 | 0.430 | 12.84 | 0.00117 |
| global placement | 28000 | 0.442 | 11.70 | 0.00156 |
| detailed placement | 28000 | 0.445 | 11.59 | 0.00156 |
| CTS | 29700 | 0.462 | 12.26 | 0.00256 |
| global route | 29700 | 0.475 | 11.92 | 0.00262 |
| finish | 29800 | 0.459 | 12.20 | 0.00252 |
Power figures rest on the tool's default switching activity, not on a simulated workload.
